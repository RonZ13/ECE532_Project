## config.mk

```make
export PLATFORM = sky130hd
export DESIGN_NAME = output_buf
export DESIGN_NICKNAME = output_buf
export VERILOG_FILES = /design/flow/design.v
export SDC_FILE = /design/flow/constraint.sdc
export NUM_CORES = 4
export LEC_CHECK = 1
export CORE_UTILIZATION = 40
```

## constraint.sdc

```tcl
current_design output_buf

set clk_period 332.1
set clk_io_pct 0.2

create_clock -name clk0 -period $clk_period [get_ports {clk}]

set non_clock_inputs [all_inputs -no_clocks]
set_input_delay [expr $clk_period * $clk_io_pct] -clock clk0 $non_clock_inputs
set_output_delay [expr $clk_period * $clk_io_pct] -clock clk0 [all_outputs]
```

## design.v

```verilog
`timescale 1ns / 1ps
module output_buf(
    input logic clk,
    input logic rst,
    input logic [11:0] a_in,
    input logic vld_in,
    input logic read_in,
    output logic [11:0] a_out
    );
    logic [255:0][11:0] buffer;
    logic [8:0] r_ptr, w_ptr;
    always_ff@(posedge clk) begin
        if (rst)
            buffer <= '0;
        else if (vld_in)
            buffer[w_ptr] <= a_in;
    end
    always_ff@(posedge clk) begin
        if (rst)
            w_ptr <= '0;
        else if (w_ptr == 255)
            w_ptr <= '0;
        else if (vld_in)
            w_ptr <= w_ptr + 1;
    end
    logic vld_zero;
    always_ff@(posedge clk) begin
        if (!vld_in)
            vld_zero <= '1;
        else
            vld_zero <= '0;
    end
    always_ff@(posedge clk) begin
        if (vld_in && vld_zero)
            r_ptr <= '0;
        else if (rst)
            r_ptr <= '0;
        else if (read_in)
            r_ptr <= r_ptr + 1;
        else if (r_ptr == 255)
            r_ptr <= 0;
    end
    assign a_out = buffer[r_ptr];
endmodule
```

## run.sh

```bash
#!/bin/bash
# OpenROAD 26Q1-2900-gdf79404cd8, Yosys 0.63+post, stock flow scripts
make -C /OpenROAD-flow-scripts/flow DESIGN_CONFIG=/design/flow/config.mk WORK_HOME=/design/flow/orfs finish
```

==> job_summary.md <==
### Flow metrics

| Metric | Value |
|---|---|
| Worst hold stages | `2` |
| Most frequent cell after synthesis | `dfxtp_1` |
| Max FO, Critical Path | `43` |
| Routed wire length | `roughly 850 mm` |
| Register Area | `slightly above 60000 sq um` |
| RSZ-0062 raised after global routing | `false` |
| P&R area growth vs syn | `14.6%` |
| Worst setup SP type | `flip-flop` |
| Slew Limit Fails | `0` |
| DP Wirelength | `583 mm` |
| Count of clock tree sinks | `3091` |
| Final setup TNS | `0 ns` |
| Synth top cells by count | `3091 x dfxtp_1, 2654 x nor2_1, 2138 x a22oi_1` |
| Max transition margin | `0.0865` |
| Reg2reg path depth | `20` |
| Status | `complete, no violations` |
| FP Util | `0.402` |
| FILL cells | `31000` |
| DP Cell Count | `17600` |
| Synth unique cells | `88` |
| Worst Hold Class | `flip-flop to flip-flop` |
| Synthesis Warnings | `1` |
| Worst-Margin Slew | `~1.3 ns` |
| # hold bufs at CTS | `0` |
| Register share after synthesis | `0.458` |
| Post-CTS setup repair buffer count | `0` |
| Maximum root-to-sink buffer count | `4` |
| WL/cell | `approximately 46 um` |
| Pwr/cell area | `5.71 nW/um^2` |
| DR pass1 iterations | `7` |
| TritonCTS clock tree | `done` |
| Row cnt | `213` |
| Via count | `129000` |
| WP data arrival | `7.96 ns` |
| Post-DR vias/cell | `7.02` |
| Top area cell types | `dfxtp_1 46%, mux4_2 17%, a22oi_1 12%, nor2_1 7.4%, nand2_1 2.8%` |
| Max-area cell share | `0.458` |
| Fmax achieved | `13.4 MHz` |
| Crit Path Class | `flip-flop to primary output` |
| Post-synthesis cell count | `13600` |
| Mapped Area | `135000 sq um` |
| I/O pins | `28` |
| Tmin final | `74.38 ns` |
| Main synth FF type | `dfxtp_1` |
| Clock-pin slew on the worst setup and hold paths | `~0.060 ns` |
| # DRC | `0` |
| First-pass GRT wire length | `1110 mm` |
| Final GP Congestion | `between 1 and 1.5` |
| Comb area | `68400 sq um` |
| Syn Area/Cell | `9.93 sq um` |
| EDFF count, synth | `0` |
| Synth area leader | `dfxtp_1` |
| DRT iter0 DRCs | `17600` |
| Num CTS Buffers | `339` |
| Total track usage | `0.517` |
| Max H-tree Level | `5` |
| Total grt overflow | `0` |
| Post-route ant nets | `0` |
| Static leakage | `50.2 nW` |
| Max_cap viols | `0` |
| Chip Area, Yosys | `around 140000 sq um` |
| Die height | `between 500 and 600 um` |
| Final setup vio count | `0` |
| Root Buffer Master | `clkbuf_16` |
| Clock latency on the worst-skew pair | `1.04 ns` |
| Final Hold Fails | `0` |
| Initial antenna violation count | `162` |
| Die W | `583 um` |
| Post-cts repair resize count | `0` |
| Final Power | `between 0.0008 and 0.0009 W` |
| # Cells Yosys | `13600` |
| Tcrit/Tclk final | `0.224` |
| Worst vdd ir | `4.40 uV` |
| Die area | `340000 sq um` |
| Port buffer count | `27` |
| FFs w/ async S/R, synth | `0` |
| Yosys reg bits | `around 3000` |
| Share of cells above drive strength 1 | `0.191` |
| Tool Warnings | `83` |
| Crit end category | `primary output` |
| Skew final | `0.0686 ns` |
| Largest net degree at the start of global routing | `between 100 and 150` |
| Layout Cells excl Fill | `18500` |
| Vias in the first global route | `119000` |
| Core ar. | `337000 sq um` |
| Data required, critical path | `265.68 ns` |
## placed cells by master, fill, tap and decap left out, types with 122 or more instances in the layout
cell,instances
a22o_1,273
clkbuf_16,342
a22oi_1,2138
inv_1,122
diode_2,244
a21oi_1,384
nor2_1,2553
dfxtp_1,3083
o21ai_0,347
nand2_1,1003
mux4_2,1003
nand3_1,314
buf_4,801
## final cells by class
type | count | share of cell area
Antenna cell | 244 | 0.00394
Clock buffer | 504 | 0.0645
Clock inverter | 111 | 0.00914
Inverter | 124 | 0.00304
Multi-Input combinational cell | 9026 | 0.441
Sequential cell | 3091 | 0.399
Tap cell | 4515 | 0.0365
Timing Repair Buffer | 842 | 0.0425
## where the power goes
group / switching, W / leakage (nW) / internal, W / total (W)
clock network: 0.000170 / 5.61 / 0.000223 / 0.000393
logic: 0.000101 / 19.7 / 0.0000182 / 0.000120
registers: 0.000000603 / 24.9 / 0.000371 / 0.000372
## cell families after synthesis
family                   count (synthesis)  synth area share
AND/OR/NAND/NOR                       4214             0.124
AND-OR/OR-AND                         3726             0.200
flip-flops                            3091             0.458
buffers and inverters                 1502            0.0442
multiplexers                          1045             0.170
XOR/XNOR                                26           0.00220
adder cells (fa/ha/maj)                 15           0.00144
## registers in the layout (all words and copies together) (netlist names)
register,count
buffer,3072
r_ptr,9
vld_zero,1
w_ptr,9
## final timing paths
check,from,endpoint,slack [ns]
min,buffer[2479],buffer[2479],0.44
max reg2reg,w_ptr[0],buffer[1723],323.70
max,r_ptr[1],a_out[11],257.72
min reg2reg,buffer[2479],buffer[2479],0.44
## worst max-delay path: stages, from the launching register on
cell             delay, ns
dfxtp_4               0.70
buf_4                 0.67
buf_4                 0.59
buf_4                 0.60
buf_4                 0.64
buf_4                 0.47
mux4_2                0.43
mux4_2                0.50
mux2i_1               0.82
buf_4                 0.26
o21ai_0               0.09
mux2i_1               0.17
o22ai_1               0.29
clkdlybuf4s50_1       0.51
## routing by layer
metal  share of wire  GRT usage  routed length (um)  up-vias
li1                -          -                   -    50900
met1            0.32      0.577              275000    63700
met2            0.38      0.620              321000    11400
met3            0.19      0.407              163000     3352
met4            0.10      0.429               87100      145
met5          0.0062      0.145                5270        -
## metrics by stage
| step | hold WS [ns] | worst slack, ns | instance area, sq um | utilization |
|---|---|---|---|---|
| 3_3_place_gp | 0.431 | 259.10 | 143000 | 0.425 |
| 6_report | 0.441 | 257.72 | 155000 | 0.460 |
| 2_1_floorplan | 0.410 | 262.14 | 135000 | - |
| 3_5_place_dp | 0.433 | 259.10 | 143000 | 0.425 |
| 5_1_grt | 0.471 | 257.90 | 155000 | 0.459 |
| 4_1_cts | 0.442 | 258.05 | 154000 | 0.459 |
Power and IR drop assume default switching activity.
